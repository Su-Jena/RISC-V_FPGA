File: flow/design.v
`timescale 1ns / 1ps
module hazardUnit(
    input clk_i,
    input reset_i,
    input [4:0] rs1,
    input [4:0] rs2,
    input [4:0] alurd_i,
    input [4:0] loadrd_i,
    input memEn_i,
    input memWr_i,
    input signed [31:0] op1_i,
    input signed [31:0] op2_i,
    input signed [31:0] aluResult,
    input signed [31:0] loadResult,
    output logic signed [31:0] op1_o,
    output logic signed [31:0] op2_o,
    output logic stall 
    );
    logic [4:0] rs1_i, rs2_i;
    logic stall_n;
    always_comb
    begin
        if (reset_i)
        begin
            stall_n = 0;
            op1_o = 0;
            op2_o = 0;
        end
        else if (stall == 1)
            begin
                if((rs1_i == loadrd_i) & (rs1_i != 0))
                        begin
                            stall_n = 0;
                            op1_o = loadResult;
                            op2_o = op2_i;
                        end
                        else if ((rs2_i == loadrd_i) & (rs2_i != 0))
                        begin
                            stall_n = 0;
                            op1_o = op1_i;
                            op2_o = loadResult;
                        end
                        else if ((rs1_i == loadrd_i) & (rs2_i == loadrd_i) & (rs1_i != 0) & (rs2_i != 0))
                        begin
                            stall_n = 0;
                            op1_o = loadResult;
                            op2_o = loadResult;
                        end
                        else
                        begin
                            stall_n = 0;
                            op1_o = op1_i;
                            op2_o = op2_i;
                        end
            end
        else if ((memEn_i == 0) & (memWr_i == 0))
        begin
            stall_n = 0;
            if((rs1_i == alurd_i) & (rs1_i != 0))
            begin
                op1_o = aluResult;
                op2_o = op2_i;
            end
            else if ((rs2_i == alurd_i) & (rs2_i != 0))
            begin
                op1_o = op1_i;
                op2_o = aluResult;
            end
            else if ((rs1_i == alurd_i) & (rs2_i == alurd_i) & (rs1_i != 0) & (rs2_i != 0))
            begin
                op1_o = aluResult;
                op2_o = aluResult;
            end
            else
            begin
            op1_o = op1_i;
            op2_o = op2_i;
            end
        end
        else if ((memEn_i == 1) & (memWr_i == 0))
        begin
            if((rs1_i == alurd_i) & (rs1_i != 0))
            begin
                stall_n = 1;
                op1_o = 0;
                op2_o = 0;
            end
            else if ((rs2_i == alurd_i) & (rs2_i != 0))
            begin
                stall_n = 1;
                op1_o = 0;
                op2_o = 0;
            end
            else if ((rs1_i == alurd_i) & (rs2_i == alurd_i) & (rs1_i != 0) & (rs2_i != 0))
            begin
                stall_n = 1;
                op1_o = 0;
                op2_o = 0;
            end
            else
            begin
                stall_n = 0;
                op1_o = op1_i;
                op2_o = op2_i;
            end
        end
        else
        begin
            stall_n = 0;
            op1_o = op1_i;
            op2_o = op2_i;
        end
    end
    always @(posedge clk_i, posedge reset_i)
    begin
        if(reset_i)
        begin
            rs1_i <= 0;
            rs2_i <= 0;
            stall <= 0;
        end
        else
        begin
            stall <= stall_n;
            rs1_i <= rs1;
            rs2_i <= rs2;
        end
    end
endmodule
File: flow/run.sh
#!/bin/bash
# OpenROAD 26Q1-2900-gdf79404cd8, Yosys 0.63+post, stock flow scripts
make -C /OpenROAD-flow-scripts/flow DESIGN_CONFIG=/design/flow/config.mk WORK_HOME=/design/flow/orfs finish
File: flow/config.mk
export PLATFORM = sky130hd
export DESIGN_NAME = hazardUnit
export DESIGN_NICKNAME = hazardUnit
export VERILOG_FILES = /design/flow/design.v
export SDC_FILE = /design/flow/constraint.sdc
export NUM_CORES = 4
export LEC_CHECK = 1
export CORE_UTILIZATION = 40
File: flow/constraint.sdc
current_design hazardUnit

set clk_period 13.9
set clk_io_pct 0.2

create_clock -name clk0 -period $clk_period [get_ports {clk_i}]

set non_clock_inputs [all_inputs -no_clocks]
set_input_delay [expr $clk_period * $clk_io_pct] -clock clk0 $non_clock_inputs
set_output_delay [expr $clk_period * $clk_io_pct] -clock clk0 [all_outputs]
==> results.txt <==
yosys + openroad results -> Ys Warns=1, clk slew on worst S/H paths=around 0.05 ns, input/output buffers=approximately 220, DPL Wire Length=between 8000 and 9000 um, Setup TNS=0 ns, Post-Synthesis Cells=323, Tcrit/Tclk final=a little under two thirds, Via density=around 6, DRC=0, Clock Sink Count=11, crit-path max cell delay=roughly 0.53 ns, DRT antenna net count=0, Die Y=87.13 um, share of cells above drive strength 1=under 10%, pin count of the biggest net entering global routing=between 70 and 80, RePlAce Congestion=approximately 0.86, Cell Type Count=24, first-pass GRT wire length=17,720 um, max-cap viol count=0, total number of vias=3,633, post-cts gate resize count=0, RSZ-0062 raised after global routing=no, worst-margin pin slew=0.7388 ns, Synth Seq Share=9.495%, met2 usage=between 40% and 50%, Total Routing Usage GR=a little under 30%, Setup Viol. Count Final=0, initial antenna violation count=0, clock latency (worst-skew pair)=about 0.23 ns, critical path cell sequence=clkdlybuf4s50_1, xnor2_1, nand3_1, nor4_4, buf_4, mux2i_4, buf_4, a221oi_1, a211oi_1, clkdlybuf4s50_1, Peak VDD IR=between 0.06 and 0.07 mV, Slew HR=about half, fmax=approximately 0.11 GHz, crit path DRT=~11 ns, worst hold path type=register to register, root buffer cell=clkbuf_8, area of the core=~6900 sq um, # fillers=~500, CP max stage cell=clkdlybuf4s50_1, Final Skew=between 0.0003 and 0.0004 ns, CTS tree=yes, FF-to-FF setup slack=~12 ns, # hold bufs at CTS=0, fin util=about three quarters, Post-Synthesis Cell Area=2899 sq um, crit start category=input pin, initial DRC count=181, status=finished, final reports clean, tool warning count=26, PwrDens=roughly 39 nW/um^2, drt pass-1 iters=4, global routing usage on met3=about 6.1%, Die X=between 80 and 90 um, final worst path period need=about 8.8 ns, Synth Flop Type=dfrtp_1, CP arrival=a little over 6 ns, logic area=2441 sq um, Flops after synth=11, CTS buffer count=3, Top Layout Cells=clkdlybuf4s50_1, mux2i_1, a221oi_1, a211oi_1, mux2_1, wire per inst=between 15 and 20 um, Slew Viols, Final=0, most used routing layer=met2, gr ovfl total=0, Top cell excl fill/tap=clkdlybuf4s50_1, yosys stat cell total=between 300 and 400, number of global-route vias before repair=about 3,500, LEAKAGE=around 1.6 nW, crit path max fanout=36, site row count=30, met1 Usage GRT=between 40% and 50%, fp_density=between 40% and 50%, Setup crit end kind=primary output, die area=between 7000 and 8000 sq um, I/O pins=~220, Bufs on Longest Clock Path=2, Final Hold Viols=0, Layout area overhead=76.91%, synthesis area per yosys=roughly 2900 sq um, Setup Buffers After CTS=0, antenna cell count=0, final wirelength=11,370 um, Reg area=279.0 sq um, ys async rst share=approximately 100%, htree depth=1, count of library flops with an enable pin=0, Setup CP Type=input pin to primary output, syn avg cell area=approximately 9 sq um
[where the power goes]
part | internal (mW) | total, mW | switching (mW) | leakage (nW)
registers | 0.0337 | 0.0362 | 0.00252 | 0.128
clock network | 0.0200 | 0.0308 | 0.0108 | 0.0228
logic | 0.0863 | 0.133 | 0.0470 | 1.46
total | 0.140 | 0.200 | 0.0603 | 1.61
[routing by layer]
layer / vias to the layer above / wire length [um]
met1: 1716 / 4904
met3: 8 / 933
met4: 0 / 93
li1: 1753 / -
met5: - / 0
met2: 156 / 5438
[synthesized netlist by cell type (4+ instances only)]
cell,count,area share (%)
a211oi_1,64,17
a221oi_1,64,19
dfrtp_1,11,9.5
clkbuf_1,31,4.0
nor2_1,4,0.52
buf_2,9,1.6
xnor2_1,11,3.3
mux2i_1,65,22
xor2_1,9,2.7
mux2_1,31,12
[per-stage QoR]
stage	instances	hold slack [ns]	power, mW	area [sq um]	worst slack (ns)
floorplan	323	0.7280	0.08640	2899	6.741
global placement	602	0.8425	0.1676	5084	5.128
detailed placement	602	0.8580	0.1689	5084	5.091
CTS	606	0.8710	0.2010	5129	5.061
global route	606	0.9311	0.2136	5129	4.858
finish	606	0.8785	0.2003	5129	5.050
[registers in the layout, summed over array words and instances (netlist names)]
signal and count:
rs2_i 5, stall 1, rs1_i 5
[kinds of logic (layout without fill, tap and decap cells)]
family | Yosys count | in the layout | synth area share (%)
multiplexers | 97 | 97 | 34.87
flip-flops | 11 | 11 | 9.495
AND-OR/OR-AND | 129 | 129 | 36.34
XOR/XNOR | 20 | 20 | 6.042
buffers and inverters | 46 | 233 | 7.121
AND/OR/NAND/NOR | 20 | 20 | 6.128
[worst paths after layout]
path / startpoint / endpoint / cells after the start
max reg2reg: rs1_i[0]$_DFF_PP0_ / stall$_DFF_PP0_ / 5
min in group asynchronous: reset_i / rs2_i[2]$_DFF_PP0_ / 3
max in group asynchronous: reset_i / stall$_DFF_PP0_ / 3
max: alurd_i[4] / op2_o[30] / 10
min: rs2_i[4]$_DFF_PP0_ / stall$_DFF_PP0_ / 5
min reg2reg: rs2_i[4]$_DFF_PP0_ / stall$_DFF_PP0_ / 5
[critical path: cells and delay by family]
kind                      cells  cell delay (ns)
AOI/OAI and AO/OA             2             0.47
xor gates and xnor gates      1             0.16
buffers and inverters         4             1.91
muxes                         1             0.44
and+or+nand+nor               2             0.30
[layout make-up]
cell class	instances	area share, %
multi-input cells	266	47.60
repair buffers	226	43.52
flip-flops and latches	11	5.440
well taps	96	2.342
clock buffers	4	0.8783
inverters	3	0.2196
Power figures rest on the tool's default switching activity, not on a simulated workload.
